==> flow/config.mk <==
export PLATFORM = sky130hd
export DESIGN_NAME = branch
export DESIGN_NICKNAME = branch
export VERILOG_FILES = /design/flow/design.v
export SDC_FILE = /design/flow/constraint.sdc
export NUM_CORES = 4
export LEC_CHECK = 1
export CORE_UTILIZATION = 50
==> flow/constraint.sdc <==
current_design branch

set clk_period 26.0
set clk_io_pct 0.2

create_clock -name clk0 -period $clk_period

set non_clock_inputs [all_inputs -no_clocks]
set_input_delay [expr $clk_period * $clk_io_pct] -clock clk0 $non_clock_inputs
set_output_delay [expr $clk_period * $clk_io_pct] -clock clk0 [all_outputs]
==> flow/design.v <==
`timescale 1ns / 1ps
module ALU(
    input logic [11:0]f,  
    input logic [31:0]a, 
    input logic [31:0]b,
    output logic [31:0]y  
    );
    logic [31:0] B; 
    logic [31:0] add;
    logic carry;
    logic overflow;
    logic less_m1; 
    logic less_m2; 
    assign B = b^{32{f[1]|f[2]|f[3]}};
    adder adder(
        .A(a),
        .B(B), 
        .Cin(f[1]|f[2]|f[3]),
        .carry(carry),
        .overflow(overflow),
        .y(add)
    );
    assign less_m1 = ~carry;
    assign less_m2 =  add[31];
    always@(*) begin
        case(f)
            12'b000000000001: y = add;
            12'b000000000010: y = add;
            12'b000000000100: y = less_m1;
            12'b000000001000: y = less_m2;
            12'b000000010000: y = a & b;
            12'b000000100000: y = a | b;
            12'b000001000000: y = ~(a | b);
            12'b000010000000: y = a ^ b;
            12'b000100000000: y = a << b[4:0];
            12'b001000000000: y = a >> b[4:0];
            12'b010000000000: y = a >>> b[4:0];
            12'b100000000000: y = (a ^ b) == 32'b0 ? 32'b1: 32'b0; 
            12'b100000000001: y = ~less_m1;
            12'b100000000010: y = ~less_m2;
            default: y = 0;
        endcase
    end
endmodule
`timescale 1ns / 1ps
module adder(
    input [31:0]A,
    input [31:0]B,
    input Cin, 
    output carry,
    output overflow,
    output [31:0] y
    );
    assign {carry, y} = A + B +Cin;
    assign overflow = (~Cin & ~A[31] & ~B[31] & y[31]) | (~Cin & A[31] & B[31] & ~y[31]) | (Cin & A[31] & ~B[31] & ~y[31]) | (Cin & ~A[31] & B[31] & y[31]);
endmodule
`timescale 1ns / 1ps
module branch(
    input [31:0]PC,
    input [31:0]imm,
    input [31:0]rf_data1,
    input [31:0]rf_data2,
    input [11:0]op,
    input br_type,
    output logic jump_en,
    output logic [31:0]jump_target
    );
    logic [31:0]alu_result;
    ALU alu_branch(
        .f(op),
        .a(rf_data1),
        .b(rf_data2),
        .y(alu_result)
    );
    always @(*)
    begin
        case (br_type)
            1'b1:begin
                if(op == 12'b0)
                begin
                    jump_en = 1'b1;
                    jump_target = rf_data1 + imm;
                end
                else if(alu_result == 32'b0)
                begin
                    jump_en = 1'b1;
                    jump_target = PC + imm;
                end
                else
                begin
                    jump_en = 1'b0;
                    jump_target = 32'b0;
                end
            end 
            default: begin
                jump_en = 1'b0;
                jump_target = 32'b0;
            end
        endcase
    end
endmodule
==> flow/run.sh <==
#!/bin/bash
# OpenROAD 26Q1-2900-gdf79404cd8, Yosys 0.63+post, stock flow scripts
make -C /OpenROAD-flow-scripts/flow DESIGN_CONFIG=/design/flow/config.mk WORK_HOME=/design/flow/orfs finish
==> results.cfg <==
; generated from flow reports
[outcome]
outcome = completed

[layout]
final_area_um2 = 11850
drive_above_1_share = 0.05727
fillers = 1838
seq_cells = 0
utilization = 0.6089
areaGrowthSynthToFinish_pct = 19.55
flop_area_um2 = 0
clock_buffers = 0
layout.cells.non_filler = 1784
logic_area_um2 = 9293

[synth]
postSynthSeqShare = 0
yosysWarnings = 2
synth_area_leader_cell = ha_1
netlist-cell-type-count = 80
yosys_area_um2 = 9912
ys_cells = 1385
yosysMostFrequentCell = ha_1
synth_area_um2 = 9912
syn_area_per_cell_um2 = 7.157
synthTopCellsByArea = ha_1, a21oi_1, mux4_2, xnor2_1, nor2_1
top_cell_area_share = 0.2020
synthTopCellsByCount = ha_1, a21oi_1, nor2_1
synthCells = 1385

[setup_path]
crit_arrival_ns = 11.07
worstPathMaxFanout = 32
cp_slowest_cell = clkdlybuf4s50_1
worstPathCellList = clkdlybuf4s50_1 > or2_2 > nor2_4 > buf_4 > xnor2_1 > inv_1 > fa_1 > nor2b_1 > o31ai_1 > a21o_1 > o21ai_1 > a31oi_1 > o31ai_2 > a21oi_1 > mux2_2 > o41ai_2 > nand2_2 > nor4_2 > clkdlybuf4s50_1
critPathLaunchType = input port
worst-setup-path-type = input port to primary output
worstPathRequired_ns = 20.80
cpMostUsedCell = clkdlybuf4s50_1
crit_path_max_incr_delay_ns = 0.49
endpoint_kind = primary output

[die]
dieArea_um2 = 20390
core_um2 = 19460
die-width_um = 142.8
ios = 174
die_h_um = 142.8
initial_core_util = 0.5093
std_cell_rows = 51

[placed_design]
io_buffers = 174
globalplace.congestion = 1.023
place_area_um2 = 11850
place_inst = 1784
pre_cts_ws_ns = 9.774
dp_hpwl_um = 28620

[global_route]
antenna_found_initial = 0
first_global_vias = 10130
overflow = 0
track_usage = 0.3572
grt_max_degree = 54
grt_pass1_wl_um = 55530

[drt]
drt_iter0_markers = 908
routed_wl_um = 36050
drc = 0
num_antenna_cells = 0
via_count = 11310
postRouteAntennaNets = 0
wl_per_cell_um = 20.21
firstDrtPassIters = 7
viasPerCell = 6.341

[pwr]
ir_worst_vdd_v = 0.00001176
fin_total_pwr_mw = 0.2733
p_leak_nw = 4.880
p_per_area_nw_per_um2 = 23.06

[worst_hold_path]
hold_path_class = input port to primary output

[timing]
tns_ns = 0
maxSlewHeadroom = 0.3780
fin_crit_ns = 16.27
drv_slew = 0
worst_slack_ns = 9.726
fmaxAchievable_ghz = 0.06145
worst_pin_slew_ns = 0.9095
final-hold-violation-count = 0
post-route-period-util = 0.6259
rsz0062_at_grt = no
setup_violations = 0
holdWs_ns = 11.57

[run]
max_cap_violations = 0
tool_warnings = 68

[clocking]
postCtsSetupRepairBufs = 0
post_cts_resize_count = 0
holdBufCountCts = 0
-- final cells by class --
class                      instances  area share
timing repair buffer             195      0.1596
tap                              265     0.02798
inverter                          89     0.02819
multi-input combinational       1235      0.7842
-- critical path: cells and delay by family --
kind	cells	cell delay, ns
AND-OR/OR-AND	7	1.85
AND/OR/NAND/NOR	5	1.55
adder cells (fa/ha/maj)	1	0.39
buffers and inverters	4	1.50
XOR/XNOR	1	0.22
multiplexers	1	0.29
-- where the power goes --
part | internal, mW | switching, mW
registers | 0 | 0
logic | 0.125 | 0.148
clock network | 0 | 0
-- worst paths after layout --
check	startpoint	to	slack (ns)	cells past startpoint
setup / recovery	op[3]	jump_target[31]	9.73	19
hold / removal	PC[0]	jump_target[0]	11.57	5
-- layer usage --
metal,track usage,vias to the layer above,wire length (um)
met5,0.01003,-,0
met4,0.08715,0,913
met3,0.04986,51,2830
met2,0.5485,474,15600
met1,0.5254,5200,16710
li1,-,5587,-
-- layout by cell type, fill, tap and decap left out, types with 22 or more instances in the layout --
cell type,instances
nand3_1,22
clkdlybuf4s50_1,172
buf_4,22
inv_1,85
nand4_1,24
nand2_1,93
a211oi_1,28
ha_1,160
nor3_1,33
mux2i_1,24
a21o_1,39
mux4_2,30
xnor2_1,76
a21oi_1,148
o21ai_0,67
nor2_1,109
nor4_1,46
-- kinds of logic (layout without fill, tap and decap cells) --
group | count (synthesis) | in the layout | share of synthesized area
simple gates | 463 | 463 | 0.2434
compound gates | 456 | 456 | 0.3030
fa+ha+maj | 163 | 163 | 0.2080
buf+inv | 150 | 284 | 0.06425
xor+xnor | 93 | 93 | 0.08218
mux | 60 | 60 | 0.09922
Power and IR drop assume default switching activity.
